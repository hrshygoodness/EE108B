### flow/constraint.sdc
current_design Decode

set clk_period 5.5
set clk_io_pct 0.2

create_clock -name clk0 -period $clk_period

set non_clock_inputs [all_inputs -no_clocks]
set_input_delay [expr $clk_period * $clk_io_pct] -clock clk0 $non_clock_inputs
set_output_delay [expr $clk_period * $clk_io_pct] -clock clk0 [all_outputs]
### flow/design.v
module Decode(   
	RegWriteAddr, JumpBranch, JumpTarget, JumpReg, ALUOp, ALUOpX, ALUOpY, MemWrite, MemToReg, RegWriteEn,
	instr, ALUZero, ALUNeg, RsData, RtData, pc
);
	input [31:0]	instr;			 
	input [31:0]	pc;				 
	input [31:0]	RsData, RtData;	 
	input		ALUZero, ALUNeg;	 
	output [4:0]	RegWriteAddr;		 
	output		RegWriteEn;		 
	output		MemToReg;			 
	output		MemWrite;			 
	output 		JumpBranch;		 
	output 		JumpTarget;		 
	output 		JumpReg;			 
	output [3:0]	ALUOp;			 
	output [31:0]	ALUOpX, ALUOpY;	 
	wire [5:0]		op;
	wire [4:0]		RtAddr, RdAddr, RsAddr;
	wire [4:0]		sa;
	wire [5:0]		funct;
	wire [15:0]		immediate;
	assign op			= instr[31:26];
	assign sa			= instr[10:6];
	assign RtAddr		= instr[20:16];
	assign RdAddr		= instr[15:11];
	assign RsAddr		= instr[25:21];
	assign funct		= instr[5:0];
	assign immediate	= instr[15:0];
	wire isBEQ, isBGEZ, isBGTZ, isBLEZ, isBLTZ, isBNE;
	assign isBEQ     = (op == 6'b000100);
	assign isBGEZ    = (op == 6'b000001) && (RtAddr == 5'b00001);
	assign isBGTZ    = (op == 6'b000111) && (RtAddr == 5'b00000);
	assign isBLEZ    = (op == 6'b000110) && (RtAddr == 5'b00000);
	assign isBLTZ    = (op == 6'b000001) && (RtAddr == 5'b00000);
	assign isBNE     = (op == 6'b000101);
	assign JumpBranch = (isBEQ & ALUZero) |
					(isBNE & ~ALUZero) |
					(isBGEZ & (ALUZero | ~ALUNeg)) |
					(isBGTZ & ~(ALUZero | ALUNeg)) |
					(isBLEZ & (ALUZero | ALUNeg)) |
					(isBLTZ & (~ALUZero & ALUNeg));
	wire isJ, isJAL, isJALR, isJR;
	wire isLink;
	assign isJ       = (op == 6'b000010);
	assign isJAL     = (op == 6'b000011);
	assign isJALR    = (op == 6'b000000) && (funct == 6'b001001);  
	assign isJR      = (op == 6'b000000) && (funct == 6'b001000);
	assign JumpTarget = (isJ || isJAL);
	assign JumpReg = (isJALR || isJR);
	assign isLink = isJALR || isJAL;
	wire isSLL, isSRA, isSRL, isSLLV, isSRAV, isSRLV;
	wire isShiftImm, isShift;
	assign isSLL    = (op == 6'b000000) && (funct == 6'b000000);
	assign isSRA    = (op == 6'b000000) && (funct == 6'b000011);
	assign isSRL    = (op == 6'b000000) && (funct == 6'b000010);
	assign isSLLV	= (op == 6'b000000) && (funct == 6'b000100);
	assign isSRAV	= (op == 6'b000000) && (funct == 6'b000111);
	assign isSRLV	= (op == 6'b000000) && (funct == 6'b000110);
	assign isShiftImm = isSLL || isSRA || isSRL;
	assign isShift = isShiftImm || isSLLV || isSRAV || isSRLV;
	reg [3:0] ALUOp;
	always @(op or funct) begin
		casex({op, funct})
			{6'b000111,		6'bxxxxxx	}:	ALUOp = 4'b1011;
			{6'b000110,		6'bxxxxxx	}:	ALUOp = 4'b1011;
			{6'b000001,	6'bxxxxxx	}:	ALUOp = 4'b1011;
			{6'b000011,		6'bxxxxxx	}:	ALUOp = 4'b1100;
			{6'b000000,	6'b001001}:	ALUOp = 4'b1100;
			{6'b001111,		6'bxxxxxx	}:	ALUOp = 4'b0011;
			default:				ALUOp = 4'b1011;
		endcase
	end
	reg [31:0]	Imm;
	wire			ALUSrc;	 
	always @(op or immediate) begin
		casex(op)
			default : Imm = 32'b0;
		endcase
	end
	reg [31:0]	ALUOpX, ALUOpY;
	reg [4:0]		RegWriteAddr;
	always @(RsData or sa or isShift or isShiftImm) begin
		if (isShift)
			ALUOpX = {27'b0, (isShiftImm) ? sa : RsData[4:0]};
		else
			ALUOpX = RsData;
	end
	always @(isLink or pc or isJALR or RdAddr or ALUSrc or Imm or RtAddr or RtData) begin
		if (isLink) begin
			ALUOpY = pc + 3'h4;
			RegWriteAddr = (isJALR) ? RdAddr : 5'b11111;
		end else if (ALUSrc) begin
			ALUOpY = Imm;
			RegWriteAddr = RtAddr;
		end else begin
			ALUOpY = RtData;
			RegWriteAddr = RdAddr;
		end
	end
	assign RegWriteEn = ~((op == 6'b101011) || isJ || isJR || isBGEZ ||
					isBGTZ || isBLEZ || isBLTZ || isBNE || isBEQ);
	assign MemWrite = (op == 6'b101011);		 
	assign MemToReg = (op == 6'b100011);		 
endmodule
### flow/config.mk
export PLATFORM = sky130hd
export DESIGN_NAME = Decode
export DESIGN_NICKNAME = Decode
export VERILOG_FILES = /design/flow/design.v
export SDC_FILE = /design/flow/constraint.sdc
export NUM_CORES = 4
export LEC_CHECK = 1
export CORE_AREA = 10 10 118 118
export DIE_AREA = 0 0 128 128
### flow/run.sh
#!/bin/bash
# OpenROAD 26Q1-2900-gdf79404cd8, Yosys 0.63+post, stock flow scripts
make -C /OpenROAD-flow-scripts/flow DESIGN_CONFIG=/design/flow/config.mk WORK_HOME=/design/flow/orfs finish
==> results.yml <==
# yosys + openroad results
critical_path:
  cp-end-kind: "primary output"
  cpPeakStageDelay_ps: 810
  cp.required_ps: 4400
  critPathLaunchType: "input pin"
  path_max_fanout: 8
  worstSetupPathType: "in -> out"
  critPathSlowestCell: "or4_1"
  crit_chain: "clkdlybuf4s50_1 -> nand4_2 -> or4_1 -> nor4_2 -> xnor2_1 -> a21oi_1 -> clkdlybuf4s50_1"
  arrival_ps: 3750
  cpMostUsedCell: "clkdlybuf4s50_1"
synthesis:
  netlist_instances: 251
  avgSynthCellArea_um2: 6.13
  area_leaders: "xnor2_1, a21oi_1, nor2_1"
  ys_cells: 251
  synth_cell_types: 40
  ys_area_um2: 1540
  synth_warnings: 2
  top_area_share_pct: 12.5
  ys_seq_share_pct: 0
  yosysTopAreaCell: "xnor2_1"
  synthesis.area_um2: 1540
flow_run:
  tool_warnings: 37
  max_cap_violations: 0
route:
  num_vias: 2384
  ant_nets: 0
  drc: 0
  drt_wl_total_um: 8870
  wl_per_cell_um: 15.2
  n_antenna_cell: 0
  viasPerCell: 4.08
  drtIter0Drc: 73
  drtPass1Iterations: 6
sta:
  final.min_clock_period_ps: 4850
  max-slew-margin-rel_pct: 68.5
  rsz0062_at_grt: "no"
  finalSetupTns_ps: 0
  hold_viol: 0
  tightest_slew_ps: 472
  setup_viol: 0
  clock.fmax_mhz: 206
  period_used_pct: 88.2
  maxSlewViolCount: 0
die:
  die_y_um: 128
  core_um2: 11400
  die_w_um: 128
  core_util_floorplan_pct: 13.5
  num_rows: 39
  dieArea_um2: 16400
  ios: 209
power:
  p_leak_nw: 1.28
  max-vdd-ir-drop_mv: 0.0293
  cellPowerDensity_nw_per_um2: 56.8
grt:
  grt_max_degree: 36
  grt.overflow.total: 0
  grt_use_total_pct: 9.88
  antenna_found_initial: 0
  grt_pass1_vias: 2482
  grt_pass1_wl_um: 13200
clock_tree:
  post_cts_buffers: 0
  cts_hold_buffers: 0
  postCtsResizedCells: 0
cells_and_area:
  comb_area_um2: 1440
  nClkBuffers: 0
  n_fill_cell: 1198
  drive_gt1_share_pct: 6.12
  seq_area_um2: 0
  area_growth_pct: 143
  final_area_um2: 3730
  ff_count: 0
run_status:
  outcome: "completed"
placement:
  hpwl_um: 7830
  place_area_um2: 3730
  io_buffers: 204
  place.gp.congestion: 0.813
min_path:
  min_path_type: "in -> out"
[report_power, final]
group	switching [W]	internal, W	total, W
registers	0	0	0
logic	0.0000593	0.000153	0.000212
clock network	0	0	0
total	0.0000593	0.000153	0.000212
[synthesized netlist by cell type (5+ instances only)]
cell      number
xnor2_1       22
nor3_1        12
buf_2          8
a21oi_1       30
xor2_1         7
mux2_2         8
or2_2          6
nor2_1        40
inv_1          8
nor2b_1       19
nand3_1       14
and2b_1       11
nand4_1        5
clkbuf_1       7
nand2_1       16
[critical path: cells and delay by family]
family | cells | cell delay [ps]
xor+xnor | 1 | 140
simple gates | 3 | 1260
buf+inv | 2 | 1080
compound gates | 1 | 160
[path summary, 6_finish.rpt]
check / startpoint / to / depth (start not counted)
worst max-delay path: pc[4] / ALUOpY[31] / 7
worst min-delay path: RsData[29] / ALUOpX[29] / 3
[metal layers]
metal	GRT usage, %	share of wire, %	up-vias
met5	0	0	-
met4	0.331	0.33	0
met3	4.99	13	2
met2	16.8	48	103
met1	11.4	39	1030
li1	-	-	1249
[cell usage in the layout (no fill, tap or decap), types with 3 or more instances in the layout]
cell / n
nor3_1: 12
nand4_1: 5
xor2_1: 7
and4_1: 3
or2_2: 6
xnor2_1: 22
clkdlybuf4s50_1: 204
nor2b_1: 19
mux2_2: 8
nor4_1: 4
nand2_1: 16
nor2_1: 40
a21oi_1: 30
nand3_1: 14
or4_1: 4
and2b_1: 11
inv_1: 8
[per-stage QoR]
stage                     total power [W]  hold slack [ps]  setup WS [ps]  cells  utilization, %
after CTS                        0.000215             3120            617    584            32.7
after global routing             0.000231             3140            462    584            32.7
after detailed placement         0.000213             3110            620    584            32.7
final                            0.000212             3110            650    584            32.7
after floorplan                 0.0000466             2220           1840    251               -
after global placement           0.000213             3110            599    584            32.7
[cell families after synthesis]
group | Yosys count | share of synthesized area [%]
xor gates and xnor gates | 29 | 16.5
muxes | 8 | 5.85
AOI/OAI and AO/OA | 37 | 13.4
buffers and inverters | 25 | 7.48
and+or+nand+nor | 151 | 55.9
adders and majority gates | 1 | 0.813
[layout make-up]
class | count | area share [%]
inverters | 8 | 0.804
multi-input cells | 226 | 38.4
well taps | 143 | 4.79
repair buffers | 207 | 56.0
Power figures rest on the tool's default switching activity, not on a simulated workload.
