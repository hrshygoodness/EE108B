--- /design/flow/design.v ---
module RegFile (
	RsData, RtData,  
	clk, clken, RegWriteData, RegWriteAddr, RegWriteEn, RsAddr, RtAddr
);
	input		clk;
	input		clken;
	input [31:0]	RegWriteData;
	input [4:0]	RegWriteAddr;
	input		RegWriteEn;
	input [4:0]	RsAddr, RtAddr;
	output [31:0]	RsData;		 
	output [31:0]	RtData;		 
	reg [31:0]	regs [0:31];
	assign RsData = (RsAddr == 5'b0) ? 32'b0 : regs[RsAddr];
	assign RtData = (RtAddr == 5'b0) ? 32'b0 : regs[RtAddr];
	always @ (posedge clk) begin
		if (RegWriteEn && clken)
			regs[RegWriteAddr] <= RegWriteData;
	end
endmodule
--- /design/flow/run.sh ---
#!/bin/bash
# OpenROAD 26Q1-2900-gdf79404cd8, Yosys 0.63+post, stock flow scripts
make -C /OpenROAD-flow-scripts/flow DESIGN_CONFIG=/design/flow/config.mk WORK_HOME=/design/flow/orfs finish
--- /design/flow/constraint.sdc ---
current_design RegFile

set clk_period 5.7
set clk_io_pct 0.2

create_clock -name clk0 -period $clk_period [get_ports {clk}]

set non_clock_inputs [all_inputs -no_clocks]
set_input_delay [expr $clk_period * $clk_io_pct] -clock clk0 $non_clock_inputs
set_output_delay [expr $clk_period * $clk_io_pct] -clock clk0 [all_outputs]
--- /design/flow/config.mk ---
export PLATFORM = sky130hd
export DESIGN_NAME = RegFile
export DESIGN_NICKNAME = RegFile
export VERILOG_FILES = /design/flow/design.v
export SDC_FILE = /design/flow/constraint.sdc
export NUM_CORES = 4
export LEC_CHECK = 1
export CORE_UTILIZATION = 50
==> impl_metrics.toml <==
# yosys + openroad results
[floorplan]
die-area_mm2 = 0.09654
die_h_um = 310.7
floorplan.core_util_pct = 50.75
core-area_mm2 = 0.09389
ioPinCount = 114
die-width_um = 310.7
rows = 112

[setup_path]
arrival_ns = 4.10
crit_type = "input port to output pin"
cp.required_ns = 4.56
crit_path_start_kind = "input port"
cp-end-kind = "output pin"
critPathMaxFanout = 39

[yosys]
ys_warn_count = 1
syn_avg_cell_area_um2 = 18.46
synth-area-yosys_mm2 = 0.04765
xor_area_share_pct = 0
simple_gate_share_pct = 2.358
synth_cell_types = 34
synth_area_mm2 = 0.04765
aoi_share_pct = 5.755
synthAdderAreaFrac_pct = 0
ys_sh_mux_pct = 24.87
synth_flops = 1024
synth.logic.top_family = "multiplexers"
synthCells = 2582
yosys-stat-cells = 2582
yosys.stat.seqShare_pct = 64.53

[routing]
wl_per_cell_um = 37.05
routed.top_layer = "met5"
drt-pass1-iter-count = 7
wirelength_met1_mm = 46.28
dr_wl_met2_mm = 70.03
met3_length_mm = 27.76
drc = 0
vias = 28190
antenna_left = 0
vias_per_cell = 6.890
wl_mm = 151.6
initialDrtViolationCount = 1874

[clocking]
root_buffer = "clkbuf_16"
cts_resized = 0
cts_inserted_buffers = 109
h-tree-depth = 3
post-cts-setup-buffers = 0
clock_path_buffers = 3
cts.clk_slew.worst_paths_ns = 0.06
holdBufCountCts = 0
clkSinkCount = 1024
cts_tree = "yes"

[timing]
max_freq_mhz = 190.8
timing.final.max_slew_violations = 0
setup_ws_ns = 0.4602
slew-limit-headroom_pct = 32.90
setup-violations-final = 0
rsz0062_at_grt = "no"
worst_pin_slew_ns = 1.003
period_used_pct = 91.93
setup_tns_ns = 0
period_minus_slack_ns = 5.240
hold_violations = 0

[power]
leakagePower_nw = 17.68
ir_drop_mv = 0.2914
power_density_mw_per_mm2 = 306.6

[final_layout]
logic_area_mm2 = 0.01603
largest_reg_flops = 1024
final_cell_mix = "edfxtp_1 (1024), mux4_2 (352), mux2i_1 (320), buf_4 (118), clkbuf_16 (112)"
drive_gt1_share_pct = 27.92
lay_top_count = "edfxtp_1"
n_fill_cell = 6749
synthToLayoutAreaGrowth_pct = 14.85
top_register = "regs"
flop_area_mm2 = 0.03075
reg_top3 = "regs x1024"

[grt]
overflow = 0
antenna_found_initial = 2
grt_pass1_wl_mm = 218.7
grt_pass1_vias = 31570
grt_usage_pct = 35.73
grt_max_degree = 67

[hold_path]
hold_class = "input port to flip-flop"

[job]
warnings = 26
maxCapViolCount = 0

[placed_design]
io_buffer_count = 113
gp_congestion = 0.9159
pre_cts_ws_ns = 0.5323
dp_hpwl_mm = 89.73

[outcome]
outcome = "finished clean"
-- metal layers --
metal  up-vias  track usage [%]
met5         -            3.804
met4        12            12.09
met3       415            27.76
met2      2215            49.86
met1     14140            44.04
li1      11410                -
-- layout make-up --
type,count,share of cell area (%)
flip-flops and latches,1024,56.18
multi-input cells,1337,29.30
clock buffers,130,5.244
repair buffers,272,5.217
well taps,1254,2.867
clock inverters,72,1.168
inverters,2,0.01829
diodes,1,0.004572
-- cells by family after synthesis --
group	after synthesis
buffers and inverters	221
AND/OR/NAND/NOR	237
multiplexers	736
AND-OR/OR-AND	364
flip-flops	1024
-- worst paths after layout --
check	start	to	slack [ns]	cells after the start
hold / removal	RegWriteData[20]	regs[19][20]$_DFFE_PP_	1.26	2
setup / recovery	RtAddr[1]	RtData[6]	0.46	7
-- critical path, cell delays in order --
cell and delay, ns:
buf_6 0.45, or3b_2 0.77, buf_12 0.29, o221ai_1 0.23, a221oi_1 0.10, a211oi_1 0.48, clkdlybuf4s50_1 0.57
-- stage by stage --
step | hold WS [ns] | utilization, % | area [um2] | power [mW] | std cells
2_1_floorplan | 1.239 | - | 47650 | 9.302 | 2582
3_3_place_gp | 1.965 | 54.55 | 51220 | 9.954 | 3889
3_5_place_dp | 1.973 | 54.55 | 51220 | 9.966 | 3889
4_1_cts | 1.231 | 58.29 | 54730 | 16.87 | 4091
5_1_grt | 1.267 | 58.29 | 54730 | 17.24 | 4092
6_report | 1.261 | 58.29 | 54730 | 16.78 | 4092
-- Yosys cell counts --
master,count,area (um2)
edfxtp_1,1024,30750
mux4_2,352,7928
mux2i_1,320,3203
nand2_1,109,409.1
clkbuf_1,99,371.6
a211oi_1,64,480.5
a22oi_1,64,480.5
mux2_2,64,720.7
o221ai_1,64,560.5
buf_2,54,270.3
buf_4,46,345.3
a221oi_1,44,385.4
nor2_1,41,153.9
o21ai_0,40,200.2
nor2b_1,37,231.5
nand4_1,33,206.5
a21oi_1,32,160.2
a311oi_1,32,280.3
o2111ai_1,20,175.2
buf_6,15,168.9
buf_1,4,15.01
nand3b_1,4,30.03
o21ai_1,4,20.02
or3_1,3,18.77
and2_1,2,12.51
inv_1,2,7.510
or3b_1,2,17.52
and3_1,1,6.260
clkbuf_4,1,7.510
nand2b_1,1,6.260
nand3_1,1,5.000
or2_2,1,6.260
or3b_2,1,8.760
or4_4,1,11.26
-- power by group --
| part | total (mW) | switching (mW) | internal [mW] |
|---|---|---|---|
| logic | 1.46 | 0.832 | 0.628 |
| registers | 8.36 | 0.0215 | 8.34 |
| clock network | 6.96 | 2.89 | 4.07 |
Power and IR drop assume default switching activity.
