--- design/flow/config.mk ---
export PLATFORM = sky130hd
export DESIGN_NAME = i2c_top
export DESIGN_NICKNAME = i2c_top
export VERILOG_FILES = /design/flow/design.v
export SDC_FILE = /design/flow/constraint.sdc
export NUM_CORES = 4
export LEC_CHECK = 1
export CORE_UTILIZATION = 30
--- design/flow/constraint.sdc ---
current_design i2c_top

set clk_period 2.6
set clk_io_pct 0.2

create_clock -name clk0 -period $clk_period [get_ports {clk}]

set non_clock_inputs [all_inputs -no_clocks]
set_input_delay [expr $clk_period * $clk_io_pct] -clock clk0 $non_clock_inputs
set_output_delay [expr $clk_period * $clk_io_pct] -clock clk0 [all_outputs]
--- design/flow/design.v ---
module i2c_clk_gen( 
   clk_i2c, middle_low_cycle_pulse, middle_high_cycle_pulse,
   i2c_clk_high_low, i2c_clk_low_high,
   clk, i2c_clock_enable
   );
   input clk;
   input i2c_clock_enable;
   output clk_i2c;
   output middle_low_cycle_pulse;
   output middle_high_cycle_pulse;
   output i2c_clk_high_low;
   output i2c_clk_low_high;
   reg [10-1:0] counter;
   wire 		       clk_i2c;
   wire 		       middle_cycle_pulse;
   wire 		       i2c_clk_high_low, i2c_clk_low_high;
   always @(posedge clk) begin
      if(~i2c_clock_enable)
	counter <= 10'b10_0000_0000;
      else
	counter <= counter + 1;
   end
   assign clk_i2c = counter[10 - 1];
   assign middle_low_cycle_pulse = counter == 256;
   assign middle_high_cycle_pulse = counter == 768;
   assign i2c_clk_high_low = counter == 0;
   assign i2c_clk_low_high = counter == 512;
endmodule  
module i2c_data( 
   shift_reg_out,
   clk, fsm_enable, middle_low_cycle_pulse, reg_num, read,
   use_mem_data, byte_select, load
   );
   input clk;
   input fsm_enable;
   input middle_low_cycle_pulse;
   input [3:0] reg_num;
   input       read;
   input       use_mem_data;
   input       byte_select;
   input       load;
   output      shift_reg_out;
   reg [15:0] mem [9-1:0];
   reg [15:0] mem_data_out;
   wire [7:0]  shift_reg_data;
   wire        shift_reg_out;
   reg [7:0]   shift_reg_contents;
   wire [7:0]  register_address = mem_data_out[15:8];
   wire [7:0]  register_data = mem_data_out[7:0];
   assign shift_reg_out = shift_reg_contents[7];
   assign shift_reg_data = use_mem_data ? (byte_select ? mem_data_out[15:8] : mem_data_out[7:0]) : {7'h76, read};
   always @(posedge clk) begin
      if(load)
	shift_reg_contents <= shift_reg_data;
      else if(fsm_enable & middle_low_cycle_pulse)
	shift_reg_contents <= (shift_reg_contents << 1); 
      else
	shift_reg_contents <= shift_reg_contents;
    end
   initial begin	      
      mem[0]  = {{1'b1, 7'h1C}, 8'b0000_0000};
      mem[1] = {{1'b1, 7'h1D}, 8'b0100_1000};
      mem[2] = {{1'b1, 7'h1F}, 8'b1000_0000};
      mem[3] = {{1'b1, 7'h21}, 8'b0000_1111};
      mem[4] = {{1'b1, 7'h33}, 8'b0000_1000};
      mem[5] = {{1'b1, 7'h34}, 8'b0001_0110};
      mem[6] = {{1'b1, 7'h36}, 8'b0110_0000};
      mem[7] = {{1'b1, 7'h48}, 8'b0001_1000};
      mem[8] = {{1'b1, 7'h49}, 8'b0000_0000};
   end
   always @(posedge clk) begin
      mem_data_out <= mem[reg_num];
   end
endmodule  
module i2c_fsm( 
   output_shift_reg_enable, fsm_out_sda, use_mem_data, fsm_drive_sda,
   fsm_select, i2c_clock_enable, done_one_reg, byte_select, load,
   clk, go, read, middle_low_cycle_pulse, middle_high_cycle_pulse,
   i2c_clk_high_low
   );
   input clk;
   input go;
   input read;
   input middle_low_cycle_pulse;
   input middle_high_cycle_pulse;
   input i2c_clk_high_low;
   output output_shift_reg_enable;
   output fsm_out_sda;
   output use_mem_data;
   output fsm_drive_sda;
   output [1:0] fsm_select;
   output 	i2c_clock_enable;
   output 	done_one_reg;
   output 	byte_select;
   output 	load;
   localparam IDLE = 0;
   localparam START = 1;
   localparam DEVICE_ADDR = 2;
   localparam WAIT_ACK_STATE = 3;
   localparam ADDR_STATE = 4;
   localparam WAIT_ACK_STATE2 = 5;
   localparam DATA_STATE = 6;
   localparam WAIT_ACK_STATE3 = 7;
   localparam STOP = 8;
   localparam LOW_SDA_VALUE = 0;
   localparam HIGH_SDA_VALUE = 1;
   localparam ACTIVE_SDA_VALUE = 2;
   reg			fsm_drive_sda;
   reg			i2c_clock_enable;
   reg			load;
   reg			output_shift_reg_enable;
   reg [3:0] state, next_state;
   reg 	     fsm_out_sda;
   reg [3:0] state_counter;
   reg 	     use_mem_data;
   reg [1:0] fsm_select;
   reg 	     got_middle_high_pulse;
   reg 	     enable_state_counter;
   reg 	     done_one_reg;
   reg 	     byte_select;
   always @(posedge clk) begin
      if(state == IDLE | middle_low_cycle_pulse)
	got_middle_high_pulse <= 0;
      else if(middle_high_cycle_pulse)
	got_middle_high_pulse <= 1;
   end
   always @(posedge clk) begin
      if(state == IDLE | ~enable_state_counter)
	state_counter <= 0;
      else if(middle_low_cycle_pulse & enable_state_counter)
	state_counter <= state_counter + 1;
   end
   always @(posedge clk) begin
      state <= next_state;
   end
   always @(*) begin
      use_mem_data = 0;
      fsm_drive_sda = 1;
      fsm_select = HIGH_SDA_VALUE;
      i2c_clock_enable = 1;
      done_one_reg = 0;
      output_shift_reg_enable = 0;
      enable_state_counter = 0;
      fsm_out_sda = 1;
      next_state = IDLE;
      byte_select = 1;
      load = 0;
      case(state)
	IDLE: begin
	   i2c_clock_enable = 0;
	   if(go)
	     next_state = START;
	end
	START: begin
	   next_state = START;
	   enable_state_counter = 0;
	   if(got_middle_high_pulse) begin
	      fsm_select = LOW_SDA_VALUE;
	   end
	   if(middle_low_cycle_pulse) begin
	      next_state = DEVICE_ADDR;
	      load = 1;
	   end
	end
	DEVICE_ADDR: begin
	   next_state = DEVICE_ADDR;
	   fsm_select = ACTIVE_SDA_VALUE;
	   enable_state_counter = 1;
	   output_shift_reg_enable = 1;
	   use_mem_data = 0;
	   if(state_counter == 7 & middle_low_cycle_pulse) begin
	     next_state = WAIT_ACK_STATE;
	      use_mem_data = 1;
	   end
	end
	WAIT_ACK_STATE: begin
	   enable_state_counter = 0;
	   use_mem_data = 1;
	   next_state = WAIT_ACK_STATE;
	   fsm_drive_sda = 0;
	   if(i2c_clk_high_low) begin
	      next_state = ADDR_STATE;
	      load = 1;
	   end
      	end
	ADDR_STATE: begin
	   fsm_select = ACTIVE_SDA_VALUE;
	   next_state = ADDR_STATE;
	   enable_state_counter = 1;
	   output_shift_reg_enable = 1;
	   use_mem_data = 1;
	   if(state_counter == 7 & middle_low_cycle_pulse)
	     next_state = WAIT_ACK_STATE2;
	end
	WAIT_ACK_STATE2: begin
	   next_state = WAIT_ACK_STATE2;
	   enable_state_counter = 0;
	   use_mem_data = 1;
	   fsm_drive_sda = 0;
	   if(i2c_clk_high_low) begin
	      next_state = DATA_STATE;
	      byte_select = 0;
	      load = 1;
	   end
	end
	DATA_STATE: begin
	   byte_select = 0;
	   next_state = DATA_STATE;
	   fsm_select = ACTIVE_SDA_VALUE;
	   enable_state_counter = 1;
	   output_shift_reg_enable = 1;
	   use_mem_data = 1;
	   if(state_counter == 7 & middle_low_cycle_pulse)
	     next_state = WAIT_ACK_STATE3;
	end
	WAIT_ACK_STATE3: begin
	   next_state = WAIT_ACK_STATE3;
	   fsm_drive_sda = 0;
	   if(i2c_clk_high_low)
	     next_state = STOP;
	end
	STOP: begin
	   next_state = STOP;
	   fsm_drive_sda = 1;
	   fsm_select = LOW_SDA_VALUE;
	   if(middle_high_cycle_pulse) begin
	      fsm_drive_sda = 1;
	      fsm_select = HIGH_SDA_VALUE;
	      next_state = IDLE;
	      done_one_reg = 1;
	   end
	end
      endcase  
   end
endmodule  
module i2c_sda_mux( 
   sda_in,
   sda,
   clk, shift_reg_out, fsm_select, fsm_drive_sda
   );
   input clk;
   input       shift_reg_out;
   input [1:0] fsm_select;
   input       fsm_drive_sda;
   output      sda_in;
   inout       sda;
   wire        sda, sda_in;
   reg 	       sda_out;
   always @(*) begin
      case(fsm_select)
	0: sda_out = 0;
	1: sda_out = 1;
	2: sda_out = shift_reg_out;
	default: sda_out = 1;
      endcase  
   end
   assign sda = fsm_drive_sda ? sda_out : 1'bz;
   assign sda_in = sda;
endmodule  
module i2c_top( 
   clk_i2c, finished,
   sda,
   clk, external_go, reset
   );
   input clk;
   input external_go;
   input reset;
   output clk_i2c;
   output finished;
   inout sda;
   wire			i2c_clk_high_low;	 
   wire			i2c_clk_low_high;	 
   wire			middle_high_cycle_pulse; 
   wire			middle_low_cycle_pulse;	 
   wire 		done_one_reg;
   reg 			fsm_go;
   wire 		go = external_go;
   wire  read = 0;
   reg [3:0] reg_num;
   wire      finished = reg_num == 9;
   wire [1:0] fsm_select;
   always @(posedge clk) begin
      if(reset)
	reg_num <= 0;
      if(done_one_reg)
	reg_num <= reg_num + 1;
   end
   always @(posedge clk) begin
      if(reg_num < 9 & done_one_reg)
	fsm_go <= 1;
      else
	fsm_go <= 0;
   end
   i2c_fsm fsm( 
	       .output_shift_reg_enable	(output_shift_reg_enable),
	       .fsm_out_sda		(fsm_out_sda),
	       .use_mem_data		(use_mem_data),
	       .fsm_drive_sda		(fsm_drive_sda),
	       .fsm_select		(fsm_select[1:0]),
	       .i2c_clock_enable	(i2c_clock_enable),
	       .done_one_reg		(done_one_reg),
	       .byte_select		(byte_select),
	       .load			(load),
	       .clk			(clk),
	       .go			(fsm_go | (external_go & reg_num == 0)),
	       .read			(read),
	       .middle_low_cycle_pulse	(middle_low_cycle_pulse),
	       .middle_high_cycle_pulse	(middle_high_cycle_pulse),
	       .i2c_clk_high_low	(i2c_clk_high_low));
   i2c_data i2c_data_path( 
			  .shift_reg_out	(shift_reg_out),
			  .clk			(clk),
			  .fsm_enable		(output_shift_reg_enable),
			  .middle_low_cycle_pulse(middle_low_cycle_pulse),
			  .reg_num		(reg_num[3:0]),
			  .read			(read),
			  .use_mem_data		(use_mem_data),
			  .byte_select		(byte_select),
			  .load			(load));
   i2c_sda_mux sda_mux( 
		       .sda_in		(sda_in),
		       .sda		(sda),
		       .clk		(clk),
		       .shift_reg_out	(shift_reg_out),
		       .fsm_select	(fsm_select[1:0]),
		       .fsm_drive_sda	(fsm_drive_sda));
   i2c_clk_gen gen_i2c_clk( 
			   .clk_i2c		(clk_i2c),
			   .middle_low_cycle_pulse(middle_low_cycle_pulse),
			   .middle_high_cycle_pulse(middle_high_cycle_pulse),
			   .i2c_clk_high_low	(i2c_clk_high_low),
			   .i2c_clk_low_high	(i2c_clk_low_high),
			   .clk			(clk),
			   .i2c_clock_enable	(i2c_clock_enable));
endmodule  
--- design/flow/run.sh ---
#!/bin/bash
# OpenROAD 26Q1-2900-gdf79404cd8, Yosys 0.63+post, stock flow scripts
make -C /OpenROAD-flow-scripts/flow DESIGN_CONFIG=/design/flow/config.mk WORK_HOME=/design/flow/orfs finish
==> Slide: Implementation Results <==
Implementation Results

Job
  • Tool Warnings: 30
  • # Max-Cap Violations: 0

Timing
  • TNS Setup: 0 ns
  • Crit path time final: 2.39 ns
  • Max Freq: 0.418 GHz
  • Hold WS: about 0.48 ns
  • Slew Limit Fails: 0
  • Slew headroom: 50.3%
  • Final setup violating endpoints: 0
  • Unrepaired setup endpoints after global routing: no
  • Worst-margin pin slew: 0.743 ns
  • Skew final: about 0.0026 ns
  • Tcrit/Tclk final: roughly 92%
  • Final hold violation count: 0

Run status
  • Status: finished, final reports clean

Worst setup path
  • Worst path slowest cell: nor3_1
  • Crit Reg-Reg Startpoint: gen_i2c_clk.counter[0]
  • CP endpoint kind: output pin
  • Slowest stage delay, CP: ~0.53 ns
  • Setup crit start: gen_i2c_clk.counter[2]
  • Arrival @ worst endpoint: 1.87 ns
  • Worst setup endpoint: sda
  • Reg-to-Reg End: i2c_data_path.shift_reg_contents[2]
  • Reg2reg path depth: 6
  • CP required: 2.08 ns
  • Kind of critical path: flop to output pin
  • Worst Setup Start Kind: flop
  • Worst-path maximum fanout: 7
  • Flop2flop setup slack: 0.25 ns
  • Crit-path cells: nor3_1 -> nand4_1 -> a31oi_1 -> a2bb2oi_1

Synthesis
  • Synth Flop Type: dfxtp_1
  • Synth Area per Inst: 9.48 um2
  • Synth Seq Share: 46.7%
  • #FFs+latches synth: 46
  • Yosys Instances: 235
  • Number of enable flip-flop cells: 12
  • Synth async-reset ratio: 0%
  • Yosys warning total: 15
  • Mapped Area: 0.00223 mm2
  • Distinct cells, synth: around 42
  • Cell taking the most area after synthesis: dfxtp_1
  • Biggest area cells: dfxtp_1 (31%), edfxtp_1 (16%), ha_1 (5.1%)
  • Syn Inst Count: approximately 240
  • YS chip area: approximately 0.0022 mm2
  • Max-area cell share: 30.6%

Place
  • Placer Congestion: 0.810
  • Placed inst area: 0.00236 mm2
  • # port buffers: 4
  • DP HPWL: 2840 um

Clock tree
  • Clock tree buffer depth: 2
  • TritonCTS Buffers: 5
  • Clk sinks: 46
  • Root Buffer: clkbuf_8
  • Clock Latency Late Sink: 0.30 ns
  • Clk slew on worst S/H paths: 0.08 ns
  • H-tree depth: 2
  • CTS tree: yes
  • Postcts setup bufs: 0

Drt
  • Detailed-route DRC error count: 0
  • Vias: ~1,500
  • Final ANT Viol Nets: 0
  • Vias per inst: 4.60
  • Initial DRC count: about 84
  • DRT Pass-1 Iters: 4
  • Ant diodes: 0
  • Detailed Route WL: 3910 um
  • WL per Instance: 11.7 um

Finish
  • # fillers: 743
  • Layout cells sized above 1: between 8 and 9%
  • Final core utilization: 34.1%
  • Post-route cell area: ~0.0025 mm2
  • Area grow syn2layout: 10.4%

Hold path
  • Worst Hold Class: flop to flop

Floorplanning
  • Row count: 31
  • Core area: 0.00721 mm2
  • Die height: 88.2 um
  • DIE AREA: 0.00777 mm2
  • Floorplan-stage core utilization: 30.9%
  • Die W: 88.2 um
  • I/O pin count: 6

Pwr
  • Lkg Pwr: around 0.00086 uW
  • Total Power: 1250 uW
  • Power per standard cell area: slightly above 500 mW/mm2
  • Peak VDD IR: ~260 uV

Global routing
  • Antenna violations before repair: 0
  • Total track usage: ~11%
  • Largest net degree at the start of global routing: 17
  • GRT overflow: 0
  • Vias in the first global route: 1,373
  • First-pass GRT wire length: 6780 um
worst min-delay path by stage:
stage                           end                 startpoint  slack [ns]  cells past startpoint
4_1_cts   fsm.got_middle_high_pulse  fsm.got_middle_high_pulse        0.48                      2
6_report     gen_i2c_clk.counter[0]     gen_i2c_clk.counter[0]        0.48                      1
5_1_grt                fsm.state[0]                     fsm_go        0.52                      2
routing by layer:
layer | GRT usage [%] | wire length, um
met5 | 0 | 0
met3 | 2.19 | 119
met4 | 1.47 | 50
met1 | 19.7 | 2180
met2 | 15.2 | 1560
registers in the layout, indices dropped and copies added, names as in the netlist:
signal / cells
fsm.state: 4
i2c_data_path.mem_data_out: 14
gen_i2c_clk.counter: 10
reg_num: 4
fsm_go: 1
fsm.got_middle_high_pulse: 1
fsm.state_counter: 4
i2c_data_path.shift_reg_contents: 8
metrics by stage:
stage / worst slack (ns) / cells
CTS: 0.145 / 335
finish: 0.207 / 335
detailed placement: 0.253 / 327
global route: 0.00126 / 335
floorplan: 0.426 / 235
global placement: 0.266 / 327
power by group:
| group | switching (uW) | internal (uW) | total [uW] |
|---|---|---|---|
| combinational | 23.1 | 22.0 | 45.1 |
| clock | 241 | 214 | 455 |
| sequential | 8.97 | 746 | 755 |
cells in the final DEF (no fill, tap or decap), types with 3 or more instances in the layout:
cell type / count
nor2_1: 27
a31oi_1: 5
buf_4: 3
a21oi_1: 10
nand4_1: 5
xor2_1: 6
ha_1: 9
nor2b_1: 3
nand3b_1: 7
dfxtp_1: 34
nor4_1: 3
mux2i_1: 4
or3_1: 5
nor3_1: 7
o21ai_0: 12
edfxtp_1: 12
nor3b_1: 5
and3_1: 3
a21o_1: 3
nand2_1: 9
xnor2_1: 8
nand2b_1: 5
nand3_1: 6
clkbuf_8: 6
inv_1: 9
clkdlybuf4s50_1: 4
worst max-delay path: cells and delay by family (launching register included):
kind            cells  cell delay (ns)
simple gates        2             0.80
compound gates      2             0.39
flops               1             0.38
cell type report:
cell class / count / area (um2) / area share (%)
clock buffer: 6 / 82.6 / 3.36
clock inverter: 2 / 12.5 / 0.509
inverter: 9 / 33.8 / 1.37
multi-input combinational: 166 / 1100 / 44.9
sequential: 46 / 1040 / 42.3
tap: 99 / 124 / 5.04
timing repair buffer: 7 / 62.6 / 2.54
kinds of logic (layout without fill, tap and decap cells):
| kind of cell | Yosys count | count (layout) | synth area share, % |
|---|---|---|---|
| buffers and inverters | 23 | 24 | 3.99 |
| and+or+nand+nor | 98 | 98 | 25.1 |
| xor gates and xnor gates | 14 | 14 | 5.51 |
| adders and majority gates | 9 | 9 | 5.06 |
| AOI/OAI and AO/OA | 39 | 39 | 10.8 |
| muxes | 6 | 6 | 2.81 |
| DFF | 46 | 46 | 46.7 |
cells in the mapped netlist (2+ instances only):
| master | n |
|---|---|
| a211oi_1 | 2 |
| a21o_1 | 3 |
| a21oi_1 | 10 |
| a22o_1 | 2 |
| a31oi_1 | 5 |
| and2_1 | 2 |
| and3_1 | 3 |
| and4_1 | 2 |
| buf_2 | 2 |
| clkbuf_1 | 12 |
| dfxtp_1 | 34 |
| edfxtp_1 | 12 |
| ha_1 | 9 |
| inv_1 | 9 |
| mux2_2 | 2 |
| mux2i_1 | 4 |
| nand2_1 | 9 |
| nand2b_1 | 5 |
| nand3_1 | 6 |
| nand3b_1 | 7 |
| nand4_1 | 5 |
| nor2_1 | 27 |
| nor2b_1 | 3 |
| nor3_1 | 7 |
| nor3b_1 | 5 |
| nor4_1 | 3 |
| o211ai_1 | 2 |
| o21ai_0 | 12 |
| or2_2 | 2 |
| or3_1 | 5 |
| xnor2_1 | 8 |
| xor2_1 | 6 |
what timing repair did:
action | 4_1_cts | 5_1_grt
gates resized | 0 | 1
hold buffers | 0 | 0
setup endpoints to repair | 0 | 1
No activity file was given, so power comes from the tool's default toggle rates.
